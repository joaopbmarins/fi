File: flow/run.sh
#!/bin/bash
# OpenROAD 26Q1-2900-gdf79404cd8, Yosys 0.63+post, stock flow scripts
make -C /OpenROAD-flow-scripts/flow DESIGN_CONFIG=/design/flow/config.mk WORK_HOME=/design/flow/orfs finish
File: flow/config.mk
export PLATFORM = sky130hd
export DESIGN_NAME = RegFile
export DESIGN_NICKNAME = RegFile
export VERILOG_FILES = /design/flow/design.v
export SDC_FILE = /design/flow/constraint.sdc
export NUM_CORES = 4
export LEC_CHECK = 1
export CORE_UTILIZATION = 50
File: flow/constraint.sdc
current_design RegFile

set clk_period 9.3
set clk_io_pct 0.2

create_clock -name clk0 -period $clk_period [get_ports {clk}]

set non_clock_inputs [all_inputs -no_clocks]
set_input_delay [expr $clk_period * $clk_io_pct] -clock clk0 $non_clock_inputs
set_output_delay [expr $clk_period * $clk_io_pct] -clock clk0 [all_outputs]
File: flow/design.v
package Pipe_Buf_Reg_PKG;
  typedef struct packed {
    logic [8:0]  Curr_Pc;
    logic [31:0] Curr_Instr;
  } if_id_reg;
  typedef struct packed {
    logic        ALUSrc;
    logic [1:0]  MemtoReg;
    logic        halt;
    logic        JalrSel;
    logic        RegWrite;
    logic        MemRead;
    logic        MemWrite;
    logic [2:0]  ALUOp;
    logic        Branch;
    logic [8:0]  Curr_Pc;
    logic [31:0] RD_One;
    logic [31:0] RD_Two;
    logic [4:0]  RS_One;
    logic [4:0]  RS_Two;
    logic [4:0]  rd;
    logic [31:0] ImmG;
    logic [2:0]  func3;
    logic [6:0]  func7;
    logic [31:0] Curr_Instr;
  } id_ex_reg;
  typedef struct packed {
    logic        RegWrite;
    logic [1:0]  MemtoReg;
    logic        halt;
    logic        MemRead;
    logic        MemWrite;
    logic [31:0] Pc_Imm;
    logic [31:0] Pc_Four;
    logic [31:0] Imm_Out;
    logic [31:0] Alu_Result;
    logic [31:0] RD_Two;
    logic [4:0]  rd;
    logic [2:0]  func3;
    logic [6:0]  func7;
    logic [31:0] Curr_Instr;
  } ex_mem_reg;
  typedef struct packed {
    logic        RegWrite;
    logic [1:0]  MemtoReg;
    logic        halt;
    logic [31:0] Pc_Imm;
    logic [31:0] Pc_Four;
    logic [31:0] Imm_Out;
    logic [31:0] Alu_Result;
    logic [31:0] MemReadData;
    logic [4:0]  rd;
    logic [31:0] Curr_Instr;
  } mem_wb_reg;
endpackage
`timescale 1ns / 1ps
module RegFile #(
    parameter DATA_WIDTH = 32,   
    parameter ADDRESS_WIDTH = 5,   
    parameter NUM_REGS = 32
) (
    input clk,   
    input rst,   
    input rg_wrt_en,   
    input  [ADDRESS_WIDTH-1:0] rg_wrt_dest,  
    input [ADDRESS_WIDTH-1:0] rg_rd_addr1,   
    input [ADDRESS_WIDTH-1:0] rg_rd_addr2,   
    input  [DATA_WIDTH-1:0] rg_wrt_data,  
    output logic [DATA_WIDTH-1:0] rg_rd_data1,   
    output logic [DATA_WIDTH-1:0] rg_rd_data2    
);
  integer i;
  logic [DATA_WIDTH-1:0] register_file[NUM_REGS-1:0];
  always @(negedge clk) begin
    if (rst == 1'b1) for (i = 0; i < NUM_REGS; i = i + 1) register_file[i] <= 0;
    else if (rst == 1'b0 && rg_wrt_en == 1'b1) begin
      register_file[rg_wrt_dest] <= rg_wrt_data;
    end
  end
  assign rg_rd_data1 = register_file[rg_rd_addr1];
  assign rg_rd_data2 = register_file[rg_rd_addr2];
endmodule
==> results.sh <==
# yosys + openroad results
export IMPL_setup_worst_path_start="register_file[7][25]"
export IMPL_power_total_mw=13.47
export IMPL_slew_headroom_pct=43.27
export IMPL_cp_start_kind="flip-flop"
export IMPL_powerDensity_nw_per_um2=200.8
export IMPL_crit_arrival_ps=7500
export IMPL_clk_path_buf_depth=3
export IMPL_tightest_slew_ps=848.3
export IMPL_yosysWarnings=1
export IMPL_track_usage_pct=38.55
export IMPL_largest_register_ff_count=1024
export IMPL_hold_depth=6
export IMPL_cts_root_buf="clkbuf_16"
export IMPL_route_detailed_drc=0
export IMPL_drt_iter0_drc=2959
export IMPL_routed_wl_met3_mm=28.80
export IMPL_ys_types=31
export IMPL_yosysCellCount=4641
export IMPL_vias_per_cell=5.856
export IMPL_routed_wl_mm=199.9
export IMPL_numCtsBuffers=119
export IMPL_worstSetupEndpointType="output pin"
export IMPL_area_delta_synth_final_pct=19.43
export IMPL_grt_pass1_wl_mm=285.7
export IMPL_rsz0062_at_grt="no"
export IMPL_core_area_sq_um=111000
export IMPL_min_path_type="in -> out"
export IMPL_p_leak_nw=30.20
export IMPL_final_hold_violation_count=0
export IMPL_clkSlewWorstSetupHoldPaths_ps=30
export IMPL_dp_worst_setup_slack_ps=396.5
export IMPL_cts_sinks=1024
export IMPL_syn_area_sq_um=56200
export IMPL_grt_antenna_before_repair=5
export IMPL_pin_count=114
export IMPL_highest_layer="met5"
export IMPL_worstPathMaxFanout=2
export IMPL_grt_max_degree=83
export IMPL_layout_drive_gt1_share_pct=8.490
export IMPL_die_area_sq_um=113700
export IMPL_wl_met2_mm=89.78
export IMPL_hp_start="rg_rd_addr1[1]"
export IMPL_hpwl_mm=112.7
export IMPL_die_h_um=337.3
export IMPL_avgRoutedWirePerCell_um=27.60
export IMPL_cts_tree="done"
export IMPL_finish_utilization_pct=60.48
export IMPL_grt_overflow_total=0
export IMPL_fp_dieW_um=337.3
export IMPL_crit_required_ps=7440
export IMPL_grt_pass1_vias=44880
export IMPL_via_count=42410
export IMPL_netlist_instances=4641
export IMPL_violations="setup timing"
export IMPL_setup_ws_ps=-56.50
export IMPL_holdWs_ps=4927
export IMPL_crit_type="reg -> out"
export IMPL_ir_drop_mv=0.1485
export IMPL_cts_setup_buffers=0
export IMPL_firstDrtPassIters=7
export IMPL_htreeDepth=3
export IMPL_largest_register="register_file"
export IMPL_area_leaders="edfxtp_1, mux2i_1, and2_1"
export IMPL_avgSynthCellArea_sq_um=12.11
export IMPL_ys_seq_share_pct=54.72
export IMPL_hold_end="rg_rd_data1[15]"
export IMPL_top_regs="register_file x1024"
export IMPL_cts_hold_buf=0
export IMPL_rows=122
export IMPL_fin_setup_tns_ps=-56.50
export IMPL_globalplace_congestion=0.9069
export IMPL_top_cell_area_share_pct=54.72
export IMPL_largest_area_cell="edfxtp_1"
export IMPL_maxCapViolations=0
export IMPL_fp_util_pct=50.64
export IMPL_synth_flop_count=1024
export IMPL_yosys_area_sq_um=56200
export IMPL_setup_viol=1
export IMPL_warnings=1027
export IMPL_portBuffers=113
export IMPL_wl_met1_mm=72.46
export IMPL_maxSlewViolCount=0
export IMPL_status="finished with violations"
export IMPL_final_antenna_net_count=0
## power by group
| part | switching, mW | internal, mW |
|---|---|---|
| Combinational | 0.872 | 0.511 |
| Clock | 3.06 | 3.54 |
| Sequential | 0.127 | 5.37 |
## placed cells by master, fill, tap and decap left out, drive strengths merged, types with 7 or more instances in the layout
| master | count |
|---|---|
| a22o | 128 |
| nor3 | 64 |
| a22oi | 192 |
| a31oi | 64 |
| clkdlybuf4s50 | 111 |
| diode | 7 |
| inv | 1067 |
| buf | 206 |
| a21oi | 192 |
| and2 | 1026 |
| edfxtp | 1024 |
| mux2i | 1024 |
| nor2 | 36 |
| nand3 | 194 |
| nand2 | 196 |
| clkinvlp | 29 |
| clkbuf | 121 |
| bufinv | 22 |
| or2 | 34 |
## cells by family (layout without fill, tap and decap cells)
kind of cell | after synthesis | after routing | share of synthesized area [%]
AOI/OAI and AO/OA | 576 | 576 | 6.982
other | 0 | 7 | 0
muxes | 1024 | 1024 | 18.24
and+or+nand+nor | 1568 | 1568 | 16.10
buffers and inverters | 449 | 1556 | 3.965
DFF | 1024 | 1024 | 54.72
## cell usage after synthesis
| cell | instances |
|---|---|
| nand3b_2 | 1 |
| or3b_4 | 2 |
| and2_1 | 1026 |
| nand3_2 | 1 |
| clkbuf_4 | 1 |
| edfxtp_1 | 1024 |
| a21oi_1 | 192 |
| clkbuf_2 | 21 |
| mux2i_1 | 1024 |
| nor2_2 | 13 |
| nor2_1 | 15 |
| a31oi_1 | 64 |
| a22o_1 | 128 |
| nor3_1 | 64 |
| clkbuf_1 | 247 |
| nand2_1 | 196 |
| nand3b_1 | 3 |
| a22oi_1 | 192 |
| buf_4 | 83 |
| nand2b_1 | 5 |
| or2_2 | 34 |
| nand3_1 | 193 |
| or3_4 | 1 |
| nor2_4 | 6 |
| nor2b_1 | 5 |
| buf_1 | 25 |
| buf_2 | 53 |
| buf_6 | 18 |
| inv_1 | 1 |
| nor2_8 | 2 |
| or3_1 | 1 |
## metal layers
metal	vias up	global-route usage, %
met5	-	0.6809
met4	4	19.43
met3	467	25.22
met2	2565	52.50
met1	20340	48.69
li1	19040	-
## repair_timing
item,CTS,global route
gates resized,7,3
setup endpoints to repair,7,3
gates cloned,0,0
## through the flow
step                      cells  instance area, sq um
final                      7243                 67120
after global routing       7236                 67100
after CTS                  7236                 67080
after detailed placement   5998                 59160
after global placement     5998                 59160
after floorplan            4641                 56200
## worst max path at each step
stage	to	slack [ps]
finish	rg_rd_data2[25]	-60
CTS	rg_rd_data2[25]	2
global route	rg_rd_data2[25]	5
## final cells by class
| cell class | count | area, sq um |
|---|---|---|
| diodes | 7 | 17.52 |
| clock buffers | 121 | 3028 |
| clock inverters | 1118 | 4863 |
| fillers | 8798 | 43860 |
| multi-input cells | 3168 | 23490 |
| flip-flops and latches | 1024 | 30750 |
| well taps | 1488 | 1862 |
| repair buffers | 317 | 3110 |
## worst max-delay path, stage by stage (launching register included)
cell and delay, ps:
edfxtp_1 380, mux2i_1 210, a22o_1 170, nor3_1 60, a31oi_1 420, nand3_1 320
clkdlybuf4s50_1 580
Power and IR drop assume default switching activity.
