## flow/design.v

```verilog
package Pipe_Buf_Reg_PKG;
  typedef struct packed {
    logic [8:0]  Curr_Pc;
    logic [31:0] Curr_Instr;
  } if_id_reg;
  typedef struct packed {
    logic        ALUSrc;
    logic [1:0]  MemtoReg;
    logic        halt;
    logic        JalrSel;
    logic        RegWrite;
    logic        MemRead;
    logic        MemWrite;
    logic [2:0]  ALUOp;
    logic        Branch;
    logic [8:0]  Curr_Pc;
    logic [31:0] RD_One;
    logic [31:0] RD_Two;
    logic [4:0]  RS_One;
    logic [4:0]  RS_Two;
    logic [4:0]  rd;
    logic [31:0] ImmG;
    logic [2:0]  func3;
    logic [6:0]  func7;
    logic [31:0] Curr_Instr;
  } id_ex_reg;
  typedef struct packed {
    logic        RegWrite;
    logic [1:0]  MemtoReg;
    logic        halt;
    logic        MemRead;
    logic        MemWrite;
    logic [31:0] Pc_Imm;
    logic [31:0] Pc_Four;
    logic [31:0] Imm_Out;
    logic [31:0] Alu_Result;
    logic [31:0] RD_Two;
    logic [4:0]  rd;
    logic [2:0]  func3;
    logic [6:0]  func7;
    logic [31:0] Curr_Instr;
  } ex_mem_reg;
  typedef struct packed {
    logic        RegWrite;
    logic [1:0]  MemtoReg;
    logic        halt;
    logic [31:0] Pc_Imm;
    logic [31:0] Pc_Four;
    logic [31:0] Imm_Out;
    logic [31:0] Alu_Result;
    logic [31:0] MemReadData;
    logic [4:0]  rd;
    logic [31:0] Curr_Instr;
  } mem_wb_reg;
endpackage
`timescale 1ns / 1ps
module BranchUnit #(
    parameter PC_W = 9
) (
    input logic [PC_W-1:0] Cur_PC,
    input logic [31:0] Imm,
    input logic Branch,
    input logic [31:0] AluResult,
    input logic JalrSel,  
    output logic [31:0] PC_Imm,
    output logic [31:0] PC_Four,
    output logic [31:0] BrPC,
    output logic PcSel
);
  logic Branch_Sel;
  logic [31:0] PC_Full;
  assign PC_Full = {23'b0, Cur_PC};
  assign PC_Imm = JalrSel ? AluResult + Imm: PC_Full + Imm;
  assign PC_Four = PC_Full + 32'b100;
  assign Branch_Sel = Branch && (AluResult[0] || JalrSel);   
  assign BrPC = (Branch_Sel) ? PC_Imm : 32'b0;   
  assign PcSel = Branch_Sel;   
endmodule
```

## flow/run.sh

```bash
#!/bin/bash
# OpenROAD 26Q1-2900-gdf79404cd8, Yosys 0.63+post, stock flow scripts
make -C /OpenROAD-flow-scripts/flow DESIGN_CONFIG=/design/flow/config.mk WORK_HOME=/design/flow/orfs finish
```

## flow/config.mk

```make
export PLATFORM = sky130hd
export DESIGN_NAME = BranchUnit
export DESIGN_NICKNAME = BranchUnit
export VERILOG_FILES = /design/flow/design.v
export SDC_FILE = /design/flow/constraint.sdc
export NUM_CORES = 4
export LEC_CHECK = 1
export CORE_AREA = 10 10 116 116
export DIE_AREA = 0 0 126 126
```

## flow/constraint.sdc

```tcl
current_design BranchUnit

set clk_period 14.6
set clk_io_pct 0.2

create_clock -name clk0 -period $clk_period

set non_clock_inputs [all_inputs -no_clocks]
set_input_delay [expr $clk_period * $clk_io_pct] -clock clk0 $non_clock_inputs
set_output_delay [expr $clk_period * $clk_io_pct] -clock clk0 [all_outputs]
```

==> results.py <==
# Metrics from the implementation run
metrics = {
    "yosys": {
        "netlist_instances": 395,
        "yosys_area_um2": 2770,
        "postSynthSeqShare_pct": 0,
        "syn_area_um2": 2770,
        "ys_cells": 395,
        "ys_top_cells_by_count": "and2_1 (43), a21oi_1 (38), nand2_1 (37), ha_1 (32), buf_4 (24)",
        "most_common_cell": "and2_1",
        "synth.top_cell.area_share_pct": 14.5,
        "ys_top_cells_by_area": "ha_1 (14%), and2_1 (9.7%), a21oi_1 (6.9%)",
        "syn_area_per_cell_um2": 7.01,
        "yosys_warnings": 0,
        "top_area_cell": "ha_1",
        "yosysUniqueCellTypes": 63,
    },
    "die": {
        "num_rows": 38,
        "ioPinCount": 172,
        "die_width_um": 126,
        "coreArea_um2": 10900,
        "initCoreUtil_pct": 25.3,
        "dieArea_um2": 15900,
        "dieHeight_um": 126,
    },
    "outcome": {
        "outcome": "finished clean",
    },
    "final_timing": {
        "fin_crit_sh_pct": 65.5,
        "fin_crit_ns": 9.57,
        "setup-violations-final": 0,
        "hold_violations": 0,
        "final_max_slew_viol_count": 0,
        "slew_headroom_pct": 47.3,
        "rsz0062_at_grt": "no",
        "fmax_mhz": 105,
        "tightest_slew_ns": 0.785,
        "tns_ns": 0,
    },
    "drt": {
        "drtIter0Drc": 108,
        "vias": 3222,
        "drc_errors": 0,
        "num_antenna_cells": 0,
        "via_per_inst": 4.85,
        "antenna_left": 0,
        "drt-total-wl_mm": 11.1,
        "firstDrtPassIters": 6,
        "routedWlPerCell_um": 16.7,
    },
    "job": {
        "warning_count": 32,
        "max-cap-violations": 0,
    },
    "placed_design": {
        "numPortBuffers": 150,
        "gp_congestion": 0.880,
        "dp_hpwl_mm": 9.60,
    },
    "global_routing": {
        "grt_max_degree": 35,
        "track_usage_pct": 13.2,
        "grt_pass1_wl_mm": 17.7,
        "grt_pass1_vias": 3371,
        "grt-ovfl-total": 0,
        "antenna_found_initial": 0,
    },
    "critical_path": {
        "cp_slowest_cell": "clkdlybuf4s50_1",
        "cpLargestDelayFamily": "buffers and inverters",
        "crit_top_cell": "clkdlybuf4s50_1",
        "slowest_delay_ns": 0.48,
        "cp.required_ns": 11.68,
        "worstPathCellList": "clkdlybuf4s50_1 > buf_4 > mux2_2 > ha_1 > fa_1 > a21o_1 > a31o_2 > a2111oi_4 > nor4_4 > a31oi_4 > mux2i_1 > clkdlybuf4s50_1",
        "crit_path_start": "JalrSel",
        "worstSetupPathType": "in2out",
        "cp-end-kind": "primary output",
        "critPathLaunchType": "input port",
        "path_buffers": 3,
        "worstPathArrival_ns": 6.65,
        "cp_max_fo": 34,
    },
    "final_layout": {
        "areaGrowthSynthToFinish_pct": 54.3,
        "drive_above_1_share_pct": 4.77,
        "flop_area_um2": 0,
        "nClkBuffers": 0,
        "utilization_pct": 39.1,
        "nFillCells": 1136,
        "ff_count": 0,
    },
    "min_path": {
        "hold_path_startpoint": "Cur_PC[1]",
        "min_path_type": "in2out",
    },
    "pwr": {
        "p_per_area_nw_per_um2": 45.0,
        "irDropWorstVdd_mv": 0.0244,
        "leakage_nw": 1.73,
    },
    "clocking": {
        "cts_resized": 0,
        "cts_setup_buffers": 0,
        "cts_hold_buf": 0,
    },
}
-- metal layers --
layer | part of all wire (%) | up-vias | global-route usage (%) | wire length, um
met4 | 0.49 | 0 | 0.536 | 54
met1 | 44 | 1462 | 16.8 | 4910
met2 | 48 | 106 | 22.7 | 5280
li1 | - | 1651 | - | -
met5 | 0 | - | 0 | 0
met3 | 7.3 | 3 | 3.61 | 809
-- where the power goes --
| group | total, mW | internal, mW | switching, mW |
|---|---|---|---|
| Clock | 0 | 0 | 0 |
| Combinational | 0.192 | 0.113 | 0.0797 |
| Sequential | 0 | 0 | 0 |
-- cell type report --
class	count	area, um^2	share of cell area [%]
inverter	4	15.0	0.352
timing repair buffer	152	1520	35.5
multi-input combinational	368	2560	60.0
tap	140	175	4.10
-- worst paths after layout --
kind | to | slack (ns) | depth (start not counted)
setup / recovery | BrPC[28] | 5.03 | 12
hold / removal | PC_Four[1] | 6.68 | 2
-- cells by family after synthesis --
| family | Yosys count | synth area share [%] |
|---|---|---|
| and+or+nand+nor | 157 | 31.0 |
| AOI/OAI and AO/OA | 109 | 27.5 |
| buffers and inverters | 48 | 10.2 |
| adders and majority gates | 33 | 15.2 |
| xor gates and xnor gates | 30 | 9.49 |
| muxes | 17 | 6.51 |
| other | 1 | 0.135 |
-- through the flow --
| step | cells | setup WS, ns | power, mW | hold WS, ns | cell area (um^2) |
|---|---|---|---|---|---|
| after global routing | 664 | 4.83 | 0.214 | 6.73 | 4270 |
| after global placement | 664 | 5.04 | 0.194 | 6.70 | 4270 |
| after CTS | 664 | 4.99 | 0.196 | 6.70 | 4270 |
| after detailed placement | 664 | 4.99 | 0.194 | 6.70 | 4270 |
| final | 664 | 5.03 | 0.192 | 6.68 | 4270 |
| after floorplan | 416 | 5.97 | 0.0917 | 5.86 | 2850 |
-- cells in the final DEF, fill, tap and decap left out, types with 2 or more instances in the layout --
cell type / Yosys / final
clkdlybuf4s50_1: 0 / 150
and2_1: 43 / 43
a21oi_1: 38 / 38
nand2_1: 37 / 37
ha_1: 32 / 32
conb_1: 1 / 22
xnor2_1: 16 / 16
nor2_1: 16 / 16
xor2_1: 14 / 14
nor3_1: 12 / 12
o21ai_0: 10 / 10
nand3_1: 9 / 9
nand4_1: 9 / 9
nand2b_1: 9 / 9
mux2i_1: 9 / 9
mux2_2: 8 / 8
a21o_1: 8 / 8
o21a_1: 7 / 7
and3_1: 6 / 6
o21ai_1: 6 / 6
o211ai_1: 6 / 6
inv_1: 4 / 4
a211oi_1: 4 / 4
a31oi_1: 4 / 4
nor2b_1: 3 / 3
and4_1: 2 / 2
o31a_1: 2 / 2
a31o_2: 2 / 2
or3_1: 2 / 2
o41ai_1: 2 / 2
a21bo_2: 2 / 2
buf_4: 24 / 2
Power and IR drop assume default switching activity.
