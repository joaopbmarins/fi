--- constraint.sdc ---
current_design alu

set clk_period 10.1
set clk_io_pct 0.2

create_clock -name clk0 -period $clk_period

set non_clock_inputs [all_inputs -no_clocks]
set_input_delay [expr $clk_period * $clk_io_pct] -clock clk0 $non_clock_inputs
set_output_delay [expr $clk_period * $clk_io_pct] -clock clk0 [all_outputs]
--- config.mk ---
export PLATFORM = sky130hd
export DESIGN_NAME = alu
export DESIGN_NICKNAME = alu
export VERILOG_FILES = /design/flow/design.v
export SDC_FILE = /design/flow/constraint.sdc
export NUM_CORES = 4
export LEC_CHECK = 1
export CORE_UTILIZATION = 30
--- design.v ---
package Pipe_Buf_Reg_PKG;
  typedef struct packed {
    logic [8:0]  Curr_Pc;
    logic [31:0] Curr_Instr;
  } if_id_reg;
  typedef struct packed {
    logic        ALUSrc;
    logic [1:0]  MemtoReg;
    logic        halt;
    logic        JalrSel;
    logic        RegWrite;
    logic        MemRead;
    logic        MemWrite;
    logic [2:0]  ALUOp;
    logic        Branch;
    logic [8:0]  Curr_Pc;
    logic [31:0] RD_One;
    logic [31:0] RD_Two;
    logic [4:0]  RS_One;
    logic [4:0]  RS_Two;
    logic [4:0]  rd;
    logic [31:0] ImmG;
    logic [2:0]  func3;
    logic [6:0]  func7;
    logic [31:0] Curr_Instr;
  } id_ex_reg;
  typedef struct packed {
    logic        RegWrite;
    logic [1:0]  MemtoReg;
    logic        halt;
    logic        MemRead;
    logic        MemWrite;
    logic [31:0] Pc_Imm;
    logic [31:0] Pc_Four;
    logic [31:0] Imm_Out;
    logic [31:0] Alu_Result;
    logic [31:0] RD_Two;
    logic [4:0]  rd;
    logic [2:0]  func3;
    logic [6:0]  func7;
    logic [31:0] Curr_Instr;
  } ex_mem_reg;
  typedef struct packed {
    logic        RegWrite;
    logic [1:0]  MemtoReg;
    logic        halt;
    logic [31:0] Pc_Imm;
    logic [31:0] Pc_Four;
    logic [31:0] Imm_Out;
    logic [31:0] Alu_Result;
    logic [31:0] MemReadData;
    logic [4:0]  rd;
    logic [31:0] Curr_Instr;
  } mem_wb_reg;
endpackage
`timescale 1ns / 1ps
module alu#(
        parameter DATA_WIDTH = 32,
        parameter OPCODE_LENGTH = 4
        )
        (
        input logic [DATA_WIDTH-1:0]    SrcA,
        input logic [DATA_WIDTH-1:0]    SrcB,
        input logic [OPCODE_LENGTH-1:0]    Operation,
        output logic[DATA_WIDTH-1:0] ALUResult
        );
        always_comb
        begin
            case(Operation)
            4'b0000:         
                    ALUResult = SrcA & SrcB;
            4'b0001:         
                    ALUResult = SrcA | SrcB;
            4'b0010:         
                    ALUResult = $signed(SrcA) + $signed(SrcB);
            4'b0011:         
                    ALUResult = $signed(SrcA) - $signed(SrcB);
            4'b0100:         
                    ALUResult = SrcA << SrcB;
            4'b0101:         
                    ALUResult = SrcA >> SrcB;
            4'b0110:         
                    ALUResult = SrcA ^ SrcB;  
            4'b0111:         
                    ALUResult = $signed(SrcA) >>> SrcB[4:0];
            4'b1000:         
                    ALUResult = (SrcA == SrcB) ? 1 : 0;
            4'b1001:         
                    ALUResult = {SrcB[19:0], 12'b0};
            4'b1010:         
                    ALUResult = (SrcA != SrcB) ? 1 : 0;
            4'b1011:         
                    ALUResult = ($signed(SrcA) < $signed(SrcB)) ? 1 : 0;
            4'b1100:         
                    ALUResult = ($signed(SrcA) < $signed(SrcB)) ? 1 : 0;
            4'b1101:         
                    ALUResult = ($signed(SrcA) >= $signed(SrcB)) ? 1 : 0;
            4'b1110:         
                    ALUResult = 1;
            4'b1111:         
                    ALUResult = SrcA;
            default:
                    ALUResult = 0;
            endcase
        end
endmodule
--- run.sh ---
#!/bin/bash
# OpenROAD 26Q1-2900-gdf79404cd8, Yosys 0.63+post, stock flow scripts
make -C /OpenROAD-flow-scripts/flow DESIGN_CONFIG=/design/flow/config.mk WORK_HOME=/design/flow/orfs finish
==> changes_impl.md <==
## Flow update

- Flip-flops: 0
- Crit path max fanout: 13
- CTS resizes: 0
- Via count: 12,300
- Global Route Usage Sum: 0.319
- First-pass GRT wire length: 77,700 µm
- Leakage: 4.32 nW
- Ant. Diodes: 0
- Vias in the first global route: 11,500
- Max Slew Vio Count: 0
- Post CTS Setup Buffer Count: 0
- CP Launch Type: primary input
- Sequential Power Share: 0
- Combinational power share: 1.000
- Worst Tran Pin Value: 0.934 ns
- Crit end category: output pin
- Most Crowded Layer GR: met2
- Post-Route WL: 53,000 µm
- DR WL/cell: 27.8 µm
- YS chip area: 9800 µm²
- Period utilisation layout: 0.873
- Sw frac: 0.607
- Max-cap violations: 0
- GRT overflow: 0
- FP Util: 0.307
- Cell area after synthesis: 9800 µm²
- Largest net degree at the start of global routing: 59
- Synth top area cells: ha_1, mux4_2, nor2_1
- FILL cells: 3,512
- CLK BUF: 0
- Row cnt: 65
- Post-synth seq share: 0
- Die Ht: 183 µm
- Tool warning count: 98
- Final antenna-violating net count: 0
- GPL Wtd Cong: 1.05
- Worst Path Required: 8.08 ns
- Worst path depth: 11
- # DRC: 0
- Final Hold Vio Count: 0
- VDD IR-drop max: 0.0000217 V
- Post-synth top area cell: ha_1
- Hold slack final: 5.16 ns
- Io pins: 100
- DRT iter0 DRCs: 1,536
- Max-area cell share: 0.125
- Setup TNS: 0 ns
- Utilization after layout: 0.349
- Min Tclk post-route: 8.81 ns
- Port buffer count: 100
- Relative slew slack: 0.371
- Distinct lib cells: 87
- Critical-path top delay cell: nor2_1
- Layout cell share with drive strength beyond 1: 0.0946
- Clock network fraction of total power: 0
- Met3 Resource Use GR: 0.0518
- Syn avg cell area: 6.78 µm²
- Area growth, synth to finish: 13.6%
- Cell Pwr Density: 55.6 nW/µm²
- Internal power: 0.000243 W
- DR pass1 iterations: 6
- Yosys Warn Count: 1
- Cells after synthesis: 1,446
- Net switching power: 0.000376 W
- Final setup violating endpoints: 0
- Critical path data arrival time: 6.79 ns
- Buf+Inv Stages, Crit Path: 2
- CP delay by family, top: simple AND/OR/NAND/NOR gates
- Full die area: 33,400 µm²
- Initial antenna violation count: 0
- Status: finished clean
- Setup CP Type: primary input to output pin
- Hpwl dp: 41,200 µm
- Top cells by count: nor2_1, a21oi_1, nand2_1
- Ys cells: 1,446
- CP peak stage delay: 0.71 ns
- WHS Path Cells: 4
- Fmax: 113 MHz
- Vias per inst: 6.47
- RSZ-0062 raised after global routing: false
- Grt met1 use: 0.471
- Grt met2 use: 0.473
- Core region area: 31,900 µm²
- FF/Latch Area: 0 µm²
- Die width: 183 µm
- Top-count cell post-synth: nor2_1
- Cells along the critical path: clkdlybuf4s50_1 -> nor4_1 -> nand4_1 -> or2_1 -> nor2_1 -> nor2_1 -> o32ai_1 -> a211oi_1 -> a31oi_1 -> o32a_1 -> clkdlybuf4s50_1
- Hold buffers post-CTS: 0
- Hold Crit Class: primary input to output pin
[cells by family (layout without fill, tap and decap cells)]
logic type               count (synthesis)  count (layout)  share of synthesized area
adder cells (fa/ha/maj)                100             100                      0.129
AND-OR/OR-AND                          530             530                      0.369
buffers and inverters                  216             239                     0.0918
multiplexers                           102             102                      0.172
AND/OR/NAND/NOR                        489             489                      0.230
XOR/XNOR                                 9               9                    0.00804
[final cells by class]
class | count | area, µm² | share of cell area
timing repair buffer | 146 | 1330 | 0.120
inverter | 93 | 349 | 0.0313
tap | 435 | 544 | 0.0489
multi-input combinational | 1230 | 8910 | 0.800
[through the flow]
step,worst slack [ns],total power [W],area (µm²),std cells
detailed placement,1.40,0.000600,11100,1904
global placement,1.40,0.000605,11100,1904
CTS,1.39,0.000604,11100,1904
finish,1.29,0.000619,11100,1904
global route,1.15,0.000658,11100,1904
floorplan,2.64,0.000361,9800,1446
[layout by cell type, fill, tap and decap left out, types with 13 or more instances in the layout]
cell type,netlist,layout
a211oi_1,29,29
a21o_1,16,16
a21oi_1,131,131
a221oi_1,29,29
a31oi_1,19,19
buf_4,7,48
clkdlybuf4s50_1,0,96
ha_1,98,98
inv_1,93,93
mux2i_1,39,39
mux4_2,46,46
nand2_1,102,102
nand2b_1,15,15
nand3_1,31,31
nor2_1,201,198
nor2b_1,15,15
nor3_1,37,37
nor4_1,24,24
o2111ai_1,14,14
o211ai_1,24,24
o21ai_0,99,99
o22a_1,13,13
or3_1,13,13
[worst paths after layout]
check                     from            end  slack, ns
worst max-delay path  SrcB[15]  ALUResult[21]       1.29
worst min-delay path   SrcB[1]   ALUResult[1]       5.16
[layer usage]
| layer | vias to the layer above | wire length [µm] | share of wire |
|---|---|---|---|
| met5 | - | 0 | 0 |
| met1 | 5863 | 22500 | 0.43 |
| met3 | 118 | 5510 | 0.10 |
| met4 | 0 | 2230 | 0.042 |
| li1 | 5538 | - | - |
| met2 | 799 | 22700 | 0.43 |
[power by group through the flow]
| stage | Combinational (W) | Sequential, W | Clock (W) |
|---|---|---|---|
| 4_1_cts | 0.000604 | 0 | 0 |
| 5_1_grt | 0.000658 | 0 | 0 |
| 6_report | 0.000619 | 0 | 0 |
Power is estimated from default activity; no workload was simulated.
